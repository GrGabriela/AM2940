[flow/constraint.sdc]
current_design am2940

set clk_period 3.6
set clk_io_pct 0.2

create_clock -name clk0 -period $clk_period [get_ports {clk}]

set non_clock_inputs [all_inputs -no_clocks]
set_input_delay [expr $clk_period * $clk_io_pct] -clock clk0 $non_clock_inputs
set_output_delay [expr $clk_period * $clk_io_pct] -clock clk0 [all_outputs]
[flow/config.mk]
export PLATFORM = sky130hd
export DESIGN_NAME = am2940
export DESIGN_NICKNAME = am2940
export VERILOG_FILES = /design/flow/design.v
export SDC_FILE = /design/flow/constraint.sdc
export NUM_CORES = 4
export LEC_CHECK = 1
export CORE_UTILIZATION = 50
[flow/design.v]
module reg8(di,dout,clk,pl);
  input [7:0] di;
  input clk,pl;
  output reg [7:0] dout;
  always @(posedge clk)
    if(pl==1)
      dout<=di;
endmodule
module ctrl_reg(di,dout,clk,plcr);
  input [2:0] di;
  input clk,plcr;
  output reg [2:0] dout;
  always @(posedge clk)
    if(plcr==1)
      dout<=di;
endmodule
module mux(di0,di1,dout,sel);
  input [7:0] di0,di1;
  input sel;
  output reg [7:0] dout;
  always @(di0 or di1 or sel)
    case(sel)
      1'b0:dout=di0;
      1'b1:dout=di1;
    endcase
endmodule
module data_mux(di0,di1,di2,dout,seld);
  input [7:0] di0,di1;
  input [2:0] di2;
  input [1:0] seld;
  output reg [7:0] dout;
  always @(di0 or di1 or di2 or seld)
    begin
    casex(seld)
      2'b00:dout<=di0;
      2'b01:dout<=di1;
      2'b1x:dout<={5'b11111,di2};
    endcase
    end
endmodule
module cnt(clk,reset,pl,enable,inc,dec,CIn,COn,in,out);
  input clk,reset,pl,enable,inc,dec,CIn;
  input [7:0] in;
  output reg [7:0] out;
  output COn;
  reg [7:0] do_next;
  wire co_inc,co_dec;
  always @(posedge clk)
    if(reset==1)
      out<=8'b0;
    else
      out<=do_next;
  always @(pl or enable or inc or dec or in or out or CIn)
    casex({pl,enable,inc,dec,CIn})
      5'b1xxxx:do_next=in;
      5'b0xxx1,5'b00xxx,5'b01000:do_next=out;
      5'b011x0:do_next=out+1;
      5'b01010:do_next=out-1;
      default: do_next=out;
    endcase
  assign co_inc=(out===8'hff) & enable &inc & (~CIn);
  assign co_dec=(out===8'b0) & enable & dec & (~CIn);
  assign COn=~(co_inc | co_dec);
endmodule
module done_gen(dowc,dowr,doac,cinw,mode,done);
  input [7:0] dowc,dowr,doac;
  input [1:0] mode;
  input cinw;
  output reg done;
  always @(dowc or dowr or doac or cinw or mode)
    begin
		casex ({ mode, cinw})
        3'b00_0: done=(dowc===8'b1);
		3'b00_1: done=~(|dowc);
		3'b01_0: done=(dowc+1===dowr);
		3'b01_1:done=(dowc===dowr);
		3'b10_x: done=(dowc===doac);
		3'b11_x:done=1'b0;
	endcase
    end
endmodule
module instruction_decoder(i,cr,plar,plwr,sela,selw,plcr,seld,plac,ena,inca,deca,resw,plwc,enw,incw,decw,oedata);
  input [2:0] i,cr;
  output reg plar,plwr,sela,selw,plcr,plac,ena,inca,deca,resw,plwc,enw,incw,decw,oedata;
  output reg [1:0] seld;
  always @(i or cr)
    casex({i,cr})
      6'b000_xxx:{plar,plwr,sela,selw,plcr,seld,plac,ena,inca,deca,resw,plwc,enw,incw,decw,oedata}=17'b00001000000000000;  
      6'b001_xxx:{plar,plwr,sela,selw,plcr,seld,plac,ena,inca,deca,resw,plwc,enw,incw,decw,oedata}=17'b00000100000000001;  
      6'b010_xxx:{plar,plwr,sela,selw,plcr,seld,plac,ena,inca,deca,resw,plwc,enw,incw,decw,oedata}=17'b00000010000000001;  
      6'b011_xxx:{plar,plwr,sela,selw,plcr,seld,plac,ena,inca,deca,resw,plwc,enw,incw,decw,oedata}=17'b00000000000000001;  
      6'b100_xx0,6'b100_x11:{plar,plwr,sela,selw,plcr,seld,plac,ena,inca,deca,resw,plwc,enw,incw,decw,oedata}=17'b00110001000010000;  
      6'b100_001:{plar,plwr,sela,selw,plcr,seld,plac,ena,inca,deca,resw,plwc,enw,incw,decw,oedata}=17'b00100001000100000;
      6'b101_xxx:{plar,plwr,sela,selw,plcr,seld,plac,ena,inca,deca,resw,plwc,enw,incw,decw,oedata}=17'b10000001000000000;  
      6'b110_xx0,6'b110_x11:{plar,plwr,sela,selw,plcr,seld,plac,ena,inca,deca,resw,plwc,enw,incw,decw,oedata}=17'b01000000000010000;  
      6'b110_x01:{plar,plwr,sela,selw,plcr,seld,plac,ena,inca,deca,resw,plwc,enw,incw,decw,oedata}=17'b01000000000100000;
      6'b111_000:{plar,plwr,sela,selw,plcr,seld,plac,ena,inca,deca,resw,plwc,enw,incw,decw,oedata}=17'b00000000110001010;  
      6'b111_0x1:{plar,plwr,sela,selw,plcr,seld,plac,ena,inca,deca,resw,plwc,enw,incw,decw,oedata}=17'b00000000110001100;  
      6'b111_010:{plar,plwr,sela,selw,plcr,seld,plac,ena,inca,deca,resw,plwc,enw,incw,decw,oedata}=17'b00000000110000000;  
      6'b111_100:{plar,plwr,sela,selw,plcr,seld,plac,ena,inca,deca,resw,plwc,enw,incw,decw,oedata}=17'b00000000101001010;  
      6'b111_1x1:{plar,plwr,sela,selw,plcr,seld,plac,ena,inca,deca,resw,plwc,enw,incw,decw,oedata}=17'b00000000101001100;
      6'b111_110:{plar,plwr,sela,selw,plcr,seld,plac,ena,inca,deca,resw,plwc,enw,incw,decw,oedata}=17'b00000000101000000;
    endcase
endmodule
module am2940(clk,instr,address,datain,dataout,oedata,cina,cona,cinw,conw,done);
  input clk;
  input [2:0] instr;
  output [7:0] address;
  input [7:0] datain;
  output [7:0] dataout;
  output oedata;
  input cina,cinw;
  output cona,conw;
  output done;
  wire [7:0] doar;  
  wire [7:0] dowr;  
  wire [2:0] docr;  
  wire [7:0] diac;  
  wire [7:0] diwc;  
  wire [1:0] seld;
  wire [7:0] dowc;
  wire plar;
  wire plwr;
  wire sela;
  wire selw;
  wire plcr;
  wire plac;
  wire ena;
  wire inca;
  wire deca;
  wire resw;
  wire plwc;
  wire enw;
  wire incw;
  wire decw;
  reg8 addr_reg(.di(datain),.dout(doar),.clk(clk),.pl(plar));
  reg8 word_reg(.di(datain),.dout(dowr),.clk(clk),.pl(plwr));
  ctrl_reg ctrl(.di(datain[2:0]),.dout(docr),.clk(clk),.plcr(plcr));
  mux addr_mux(.di0(datain),.di1(doar),.dout(diac),.sel(sela));
  mux w_mux(.di0(datain),.di1(dowr),.dout(diwc),.sel(selw));
  data_mux data(.di0(address),.di1(dowc),.di2(docr),.dout(dataout),.seld(seld));
  cnt addr_cnt(.clk(clk),.reset(1'b0),.pl(plac),.enable(ena),.inc(inca),.dec(deca),.CIn(cina),.COn(cona),.in(diac),.out(address));
  cnt w_cnt(.clk(clk),.reset(resw),.pl(plwc),.enable(enw),.inc(incw),.dec(decw),.CIn(cinw),.COn(conw),.in(diwc),.out(dowc));
  done_gen done_gen_inst(.dowc(dowc),.dowr(dowr),.doac(address),.cinw(cinw),.mode(docr[1:0]),.done(done));
  instruction_decoder dec_inst(.i(instr),.cr(docr),.plar(plar),.plwr(plwr),.sela(sela),.selw(selw),.plcr(plcr),.seld(seld),.plac(plac),.ena(ena),.inca(inca),.deca(deca),.resw(resw),.plwc(plwc),.enw(enw),.incw(incw),.decw(decw),.oedata(oedata));
endmodule
[flow/run.sh]
#!/bin/bash
# OpenROAD 26Q1-2900-gdf79404cd8, Yosys 0.63+post, stock flow scripts
make -C /OpenROAD-flow-scripts/flow DESIGN_CONFIG=/design/flow/config.mk WORK_HOME=/design/flow/orfs finish
==> impl_metrics.py <==
# Physical implementation metrics
metrics = {
    "worst_setup_path": {
        "critical_path_class": "reg2out",
        "end_kind": "output port",
        "critical_path.cell_chain": "nor2b_1 > a21oi_1 > o211ai_1 > nor4b_1 > a32oi_1 > o41ai_1 > clkdlybuf4s50_1",
        "worstPathMaxFanout": 7,
        "critical_path.max_stage_delay_ns": 0.53,
        "start_kind": "flop",
        "worstPathRequired_ns": 2.88,
        "rrSetupSlack_ns": 1.36,
        "arrival_ns": 2.66,
        "crit_path_top_delay_cell": "clkdlybuf4s50_1",
    },
    "final_timing": {
        "maxSlewViolCount": 0,
        "hold_violations": 0,
        "grt_setup_unrepaired": "false",
        "relSlewSlack_pct": 39.1,
        "layout_min_cycle_time_ns": 3.38,
        "untimed_endpoints": 37,
        "unclocked_pins": 17,
        "setup_viol": 0,
        "tightest_slew_ns": 0.910,
        "fin_skew_ns": 0.00489,
        "fin_crit_sh_pct": 93.9,
        "setup-tns-final_ns": 0,
        "timing.fmax_ghz": 0.296,
    },
    "power": {
        "power.share.clock_pct": 37.3,
        "p_seq_share_pct": 49.4,
        "power_mw": 0.977,
        "combPwrFrac_pct": 13.4,
        "internal_power_mw": 0.729,
        "switching_share_pct": 25.4,
        "ir_worst_vdd_mv": 0.180,
        "power.density_nw_per_um2": 273,
        "leakage_nw": 1.33,
        "switchingPower_mw": 0.249,
    },
    "global_routing": {
        "globalRoute.totalOverflow": 0,
        "antenna_found_initial": 0,
        "grt_pass1_wl_um": 12800,
        "globalRouteTotalUtil_pct": 27.5,
        "grt_pass1_vias": 2501,
        "grt_max_degree": 19,
    },
    "hold_path": {
        "hold_class": "reg2reg",
    },
    "final_layout": {
        "fillers": 532,
        "drive_gt1_share_pct": 5.36,
        "syn_to_final_growth_pct": 15.7,
        "comb_area_um2": 1720,
        "register_area_um2": 1230,
        "stdcell_area_um2": 3580,
    },
    "clocking": {
        "clk_pin_slew_worst_paths_ns": 0.08,
        "postCtsSetupBuffers": 0,
        "cts.path.max_buffers": 2,
        "tritoncts": "done",
        "htreeDepth": 2,
        "numCtsBuffers": 5,
        "holdBufCountCts": 0,
        "clockRootBuffer": "clkbuf_8",
        "clk_latency_ns": 0.29,
    },
    "floorplanning": {
        "ios": 34,
        "core_area_um2": 5960,
        "die_w_um": 80.6,
        "dieArea_um2": 6500,
        "fp_util_pct": 51.9,
        "num_rows": 28,
        "dieHeight_um": 80.6,
    },
    "synthesis": {
        "synth_area_per_cell_um2": 8.83,
        "ys_ff": 52,
        "syn_area_um2": 3090,
        "yosysUniqueCellTypes": 56,
        "synth_async_sr_flop_share_pct": 0,
        "yosysWarnings": 7,
        "yosysChipArea_um2": 3090,
        "ys_cells": 350,
        "flop_cell": "edfxtp_1",
        "syn_inst": 350,
        "edf_count": 27,
    },
    "place": {
        "gp_congestion": 0.955,
        "dp_hpwl_um": 5840,
        "place_area_um2": 3450,
        "port_buffers": 33,
    },
    "routing": {
        "ant_nets": 0,
        "drc": 0,
        "post_drt_wl_per_cell_um": 17.9,
        "routed_via_density": 5.87,
        "wl_um": 8010,
        "drt_iter0_drc": 175,
        "drtPass1Iterations": 4,
        "dr_total_vias": 2630,
        "antennaDiodeCount": 0,
    },
    "run_status": {
        "status": "finished clean",
    },
    "flow_run": {
        "warnings": 28,
        "maxCapViolCount": 0,
    },
}
-- synth_stat cells (4+ instances only) --
cell type  number  area [um2]
nand3_1         9        45.0
xor2_1          9        78.8
nand2b_1        5        31.3
o22ai_1         4        25.0
nor2_1         38         143
nor3_1         11        55.1
ha_1            9         113
and3_1          4        25.0
clkbuf_1       15        56.3
dfxtp_1         8         160
nand4_1         4        25.0
nor2b_1        17         106
o21ai_1         5        25.0
a211oi_1       10        75.1
a21oi_1        20         100
nor3b_1         4        30.0
a211o_1         5        43.8
xnor2_1        12         105
dlxtn_1        17         255
nand2_1        15        56.3
o21ai_0        17        85.1
mux2i_1        16         160
edfxtp_1       27         811
inv_1          18        67.6
-- path summary, 6_finish.rpt --
| check | start | to | cells past startpoint |
|---|---|---|---|
| setup / recovery | ctrl.dout[1] | done | 7 |
| hold / removal | w_cnt.out[3] | w_cnt.out[3] | 2 |
| setup reg to reg | addr_cnt.out[1] | addr_cnt.out[7] | 7 |
| hold reg to reg | w_cnt.out[3] | w_cnt.out[3] | 2 |
-- flip-flops by register name, summed over array words and instances, names as in the netlist, 2 cells and up --
register and cells:
ctrl.dout 3, addr_cnt.out 8, w_cnt.out 8, word_reg.dout 8, addr_reg.dout 8, dec_inst.seld 2
-- cell type report --
| cell class | instances | area share (%) |
|---|---|---|
| clock buffer | 5 | 1.92 |
| sequential | 52 | 34.4 |
| inverter | 18 | 1.89 |
| clock inverter | 3 | 1.33 |
| timing repair buffer | 36 | 9.86 |
| multi-input combinational | 259 | 48.0 |
| tap | 75 | 2.62 |
-- layer usage --
metal,vias up,routed length [um],global-route usage (%)
li1,1312,-,-
met1,1232,4050,46.2
met2,76,3390,39.2
met3,10,437,3.92
met4,0,133,5.36
met5,-,0,0
-- kinds of logic after synthesis --
group,Yosys count,share of synthesized area (%)
xor+xnor,21,5.95
flops,35,31.4
compound gates,86,18.4
mux,17,5.54
fa+ha+maj,10,4.29
simple gates,125,21.2
latches,17,8.26
buf+inv,39,4.94
-- critical path, delay by kind of cell, from the launching register on --
family / cells / cell delay [ns]
AND/OR/NAND/NOR: 2 / 0.78
AND-OR/OR-AND: 4 / 0.56
buffers and inverters: 1 / 0.53
flip-flops: 1 / 0.51
-- power groups by stage --
| stage | clock [mW] | sequential [mW] | combinational (mW) |
|---|---|---|---|
| after CTS | 0.373 | 0.481 | 0.130 |
| after global routing | 0.383 | 0.484 | 0.144 |
| final | 0.364 | 0.482 | 0.131 |
-- cell usage in the layout (no fill, tap or decap), types with 2 or more instances in the layout --
master           Yosys  final
and3_1               4      4
dlxtn_1             17     17
ha_1                 9      9
a21oi_1             20     20
nor3b_1              4      4
a2111oi_0            2      2
mux2i_1             16     16
buf_4                1      3
a211o_1              5      5
o221ai_1             3      3
edfxtp_1            27     27
a31oi_1              3      3
a221oi_1             2      2
clkdlybuf4s50_1      0     33
nand2_1             15     15
a22oi_1              3      3
xor2_1               9      9
nand2b_1             5      5
o21ai_1              5      5
a21o_1               2      2
nand4_1              4      4
o22ai_1              4      4
nor3_1              11     11
o211ai_1             2      2
inv_1               18     18
or4_1                2      2
nor4b_1              2      2
xnor2_1             12     12
nor2_1              38     38
nor4_1               3      3
a211oi_1            10     10
clkbuf_8             0      5
nand3_1              9      8
nor2b_1             17     17
and2_1               3      3
o21ai_0             17     17
dfxtp_2              0      3
dfxtp_1              8      5
-- metrics by stage --
step / setup WS (ns) / instances / utilization, % / hold WS, ns
finish: 0.218 / 448 / 60.1 / 0.610
global route: 0.0273 / 448 / 60.1 / 0.632
CTS: 0.0368 / 448 / 59.9 / 0.617
detailed placement: 0.251 / 440 / 58.0 / 0.594
global placement: 0.266 / 440 / 58.0 / 0.575
floorplan: 0.938 / 350 / - / 0.566
-- repair_timing --
item	4_1_cts	5_1_grt
gates resized	0	4
hold endpoints to repair	0	0
setup endpoints to repair	0	1
Power figures rest on the tool's default switching activity, not on a simulated workload.
